$ cat /design/flow/run.sh
#!/bin/bash
# OpenROAD 26Q1-2900-gdf79404cd8, Yosys 0.63+post, stock flow scripts
make -C /OpenROAD-flow-scripts/flow DESIGN_CONFIG=/design/flow/config.mk WORK_HOME=/design/flow/orfs finish
$ cat /design/flow/config.mk
export PLATFORM = sky130hd
export DESIGN_NAME = i2c_slave
export DESIGN_NICKNAME = i2c_slave
export VERILOG_FILES = /design/flow/design.v
export SDC_FILE = /design/flow/constraint.sdc
export NUM_CORES = 4
export LEC_CHECK = 1
export CORE_AREA = 10 10 90 90
export DIE_AREA = 0 0 100 100
$ cat /design/flow/constraint.sdc
current_design i2c_slave

set clk_period 3.2
set clk_io_pct 0.2

create_clock -name clk0 -period $clk_period [get_ports {clk}]

set non_clock_inputs [all_inputs -no_clocks]
set_input_delay [expr $clk_period * $clk_io_pct] -clock clk0 $non_clock_inputs
set_output_delay [expr $clk_period * $clk_io_pct] -clock clk0 [all_outputs]
$ cat /design/flow/design.v
interface i2c_interface;
    logic clk;
    logic resetn;
    logic SDA;
    logic SCL;
    logic SDA_out_en;
    logic SDA_in;
    assign SDA = SDA_out_en ? 1'bz : 1'b0;
    assign SDA_in = SDA;
endinterface
module i2c_slave #(
    parameter ADDR = 7'h42
)(
    input  logic clk,
    input  logic resetn,
    input  logic SDA_in,
    output logic SDA_out_en,
    input  logic SCL
);
    logic [7:0] shift_reg;
    logic [2:0] bit_cnt;
    logic rw;
    logic [7:0] mem;
    logic scl_d;
    logic stretch;
    typedef enum logic [2:0] {
        IDLE,
        ADDR_SHIFT,
        ADDR_ACK,
        DATA_SHIFT,
        DATA_ACK,
        READ_SEND
    } state_t;
    state_t state, next_state;
    wire start_cond = (SDA_in == 0 && SCL == 1);
    wire stop_cond  = (SDA_in == 1 && SCL == 1);
    wire scl_rising  = (SCL && !scl_d);
    wire scl_falling = (!SCL && scl_d);
    always_ff @(posedge clk or negedge resetn) begin
        if (!resetn) begin
            state <= IDLE;
            scl_d <= 0;
            bit_cnt <= 0;
            shift_reg <= 0;
            SDA_out_en <= 1;
            rw <= 0;
            mem <= 0;
            stretch <= 0;
        end else begin
            scl_d <= SCL;
            state <= next_state;
            case (state)
                IDLE : bit_cnt <= 0;
                ADDR_SHIFT: begin
                    if (scl_rising) begin
                        shift_reg <= {shift_reg[6:0], SDA_in};
                        bit_cnt <= bit_cnt + 1;
                    end
                end
                ADDR_ACK: begin
                    SDA_out_en <= 0;
                    if (bit_cnt == 7) begin
                        rw <= shift_reg[0];
                        bit_cnt <= 0;
                    end
                end
                DATA_SHIFT: begin
                    if (scl_rising) begin
                        shift_reg <= {shift_reg[6:0], SDA_in};
                        bit_cnt <= bit_cnt + 1;
                    end
                end
                DATA_ACK: begin
                    SDA_out_en <= 0;
                    mem <= shift_reg;
                    bit_cnt <= 0;
                end
                READ_SEND: begin
                    if (scl_falling) begin
                        SDA_out_en <= (shift_reg[7] == 0) ? 0 : 1;
                        shift_reg <= {shift_reg[6:0], 1'b0};
                        bit_cnt <= bit_cnt + 1;
                    end
                    stretch <= 0;
                end
                default: SDA_out_en <= 1;
            endcase
        end
    end
    always_comb begin
        next_state = state;
        case(state)
            IDLE: begin
                if (start_cond)
                    next_state = ADDR_SHIFT;
            end
            ADDR_SHIFT: if (bit_cnt == 7) next_state = ADDR_ACK;
            ADDR_ACK: begin
                if (shift_reg[7:1] == ADDR)
                    next_state = rw ? READ_SEND : DATA_SHIFT;
                else
                    next_state = IDLE;
            end
            DATA_SHIFT: if (bit_cnt == 7) next_state = DATA_ACK;
            DATA_ACK: next_state = DATA_SHIFT;
            READ_SEND: if (stop_cond) next_state = IDLE;
            default: next_state = IDLE;
        endcase
    end
endmodule
==> results.cfg <==
; synthesis and place-and-route metrics
[status]
status = finished clean

[timing]
setup_viol_count_final = 0
finalSetupTns_ns = 0
rsz0062_at_grt = false
max_freq_mhz = 509
final-max-slew-violation-count = 0
layout_worst_path_cycle_share_pct = 61.4
post_route_skew_ns = 0.00304
maxSlewHeadroom_pct = 75.1
min_period_ns = 1.96
hold-worst-slack_ns = 0.489
worst_slew_pin_slew_ns = 0.370
final-hold-violation-count = 0

[floorplanning]
die_area_um2 = 10000
num_io_pins = 5
floorplanUtilization_pct = 14.5
floorplan.rows = 29
floorplan.core_area_um2 = 6280
die_h_um = 100
die_x_um = 100

[critical_path]
timing.critical_path.to_type = flip-flop
timing.critical_path.from_type = input pin
timing.critical_path.arrival_ns = 2.11
rrSetupSlack_ns = 1.56
worst_ep_required_time_ns = 3.34
worst-path-max-fanout = 8
setup.worst_path.class = input pin to flip-flop

[synthesis]
synthDominantAreaCellType = dfrtp_1
synth_seq_share_pct = 55.2
yosys_warnings = 2
yosys.stat.chipArea_um2 = 911
synth_area_um2 = 911
synth-main-ff-cell = dfrtp_1
simple_gate_share_pct = 14.3
syn_area_per_cell_um2 = 12.8
synth.comb.largest_family = multiplexers
mux_area_share_pct = 14.8
synth.ff_latch_count = 20
ys_sh_xor_pct = 0
yosysMostFrequentCell = dfrtp_1
post_synth_main_area_contributors = dfrtp_1, mux2_2, dfstp_2, a21oi_1, ha_1
synthDistinctLibCells = 26
synth-async-reset-ratio_pct = 100
synth-adder-area-share_pct = 2.75
number_of_standard_cells_reported_by_yosys = 71
synthAoiAreaFrac_pct = 10.9
edf_count = 0
synth.top_cell.area_share_pct = 49.5
synth_cells = 71
synthTopCellsByCount = dfrtp_1, mux2_2, a21oi_1

[cts]
clock_path_buffers = 2
post_cts_hold_buffer_count = 0
tritoncts_num_sinks = 20
clock_tree_from_tritoncts = yes
cts_repair_resized_insts = 0
clock-root-buffer = clkbuf_8
clkTransAtPathRegs_ns = 0.07
cts_setup_buffers = 0
cts_max_level = 1
num_cts_buffers = 3
clkLatencyLatePin_ns = 0.26

[power]
internal-power_mw = 0.574
clkPwrFrac_pct = 24.0
switchingPower_mw = 0.227
total_power_mw = 0.801
pwr_density_cell_nw_per_um2 = 729
peakVddDrop_uv = 221
pwr-share-seq_pct = 48.5
p_leak_nw = 0.464
swShare_pct = 28.3
logic_gate_share_of_total_power_pct = 27.5

[job]
max_cap_violations = 0
log.warning_count = 25

[drt]
drc = 0
routed_via_density = 3.35
route.antenna.diode_count = 0
avgRoutedWirePerCell_um = 9.35
wl_mm = 1.46
route.antenna.remaining_nets = 0
dr.first_iter.drc_count = 35
dr.pass1.iters = 4
routed-via-count = 523

[layout]
fill_cells = 691
comb_area_um2 = 389
layout.core_utilization_pct = 17.5
syn_to_final_growth_pct = 20.6
largest_register_ffs = 8
drive_above_1_share_pct = 27.8
final_cell_area_um2 = 1100
layout.area.seq_um2 = 503

[grt]
first_global_vias = 560
grt_overflow_total = 0
grt_use_total_pct = 2.99
wire_length_of_the_first_global_routing_pass_mm = 2.57
number_of_antenna_violations_at_the_first_check_in_global_routing = 0
largest_net_degree_at_the_start_of_global_routing = 21

[placement]
dpl-instance-area_um2 = 1040
numPortBuffers = 4
place_congestion = 0.729

[hold_path]
hp-class = flip-flop to flip-flop
## cell usage in the layout (no fill, tap or decap), drive strengths merged
cell type,instances
dfrtp,18
mux2,12
a21oi,5
nand2,4
clkbuf,4
clkdlybuf4s50,4
nor2,4
nor3,3
dfstp,2
and2,2
inv,2
nor2b,2
and2b,2
nand2b,2
ha,2
nor4,1
and4b,1
o22ai,1
a22o,1
a32o,1
o21ai,1
or2,1
o221ai,1
a22oi,1
a211oi,1
buf,1
## critical path, stage by stage
cell,delay [ns]
clkdlybuf4s50_1,0.54
nand2b_1,0.19
nor2_4,0.06
a22oi_4,0.30
mux2_2,0.37
## power by group through the flow
stage                 logic, mW  registers [mW]  clock network [mW]
after CTS                 0.225           0.389               0.198
after global routing      0.246           0.400               0.210
final                     0.220           0.389               0.192
## per-stage QoR
stage | worst slack, ns | std cells
after floorplan | 1.60 | 71
after global placement | 0.970 | 152
after detailed placement | 0.955 | 152
after CTS | 1.23 | 156
after global routing | 1.15 | 156
final | 1.24 | 156
## area by class of cell
type / instances / area share (%)
clock buffer: 4 / 5.01
inverter: 2 / 0.683
multi-input combinational: 48 / 35.4
sequential: 20 / 45.8
tap: 77 / 8.77
timing repair buffer: 5 / 4.33
## routing by layer
metal	global-route usage (%)	up-vias	routed length, um
li1	-	269	-
met1	4.36	249	752
met2	4.38	3	650
met3	0.694	2	33
met4	0.761	0	21
met5	0	-	0
## kinds of logic (layout without fill, tap and decap cells)
family | Yosys count | in the layout
AND/OR/NAND/NOR | 22 | 22
adder cells (fa/ha/maj) | 2 | 2
multiplexers | 12 | 12
flip-flops | 20 | 20
AND-OR/OR-AND | 12 | 12
buffers and inverters | 3 | 11
## worst paths after layout
kind,cells after the start,start,end
max reg2reg,4,state[4]$_DFF_PN0_,bit_cnt[1]$_DFFE_PN0P_
min in group asynchronous,2,resetn,shift_reg[5]$_DFFE_PN0P_
min,1,rw$_DFFE_PN0P_,state[5]$_DFF_PN0_
min reg2reg,1,rw$_DFFE_PN0P_,state[5]$_DFF_PN0_
max,5,SCL,shift_reg[7]$_DFFE_PN0P_
max in group asynchronous,2,resetn,SDA_out_en$_DFFE_PN1P_
Power figures rest on the tool's default switching activity, not on a simulated workload.
